File: run.sh
#!/bin/bash
# OpenROAD 26Q1-2900-gdf79404cd8, Yosys 0.63+post, stock flow scripts
make -C /OpenROAD-flow-scripts/flow DESIGN_CONFIG=/design/flow/config.mk WORK_HOME=/design/flow/orfs finish
File: config.mk
export PLATFORM = sky130hd
export DESIGN_NAME = LaserDistMeasurer_HLSM
export DESIGN_NICKNAME = LaserDistMeasurer_HLSM
export VERILOG_FILES = /design/flow/design.v
export SDC_FILE = /design/flow/constraint.sdc
export NUM_CORES = 4
export LEC_CHECK = 1
export CORE_AREA = 10 10 110 110
export DIE_AREA = 0 0 120 120
File: constraint.sdc
current_design LaserDistMeasurer_HLSM

set clk_period 3.6
set clk_io_pct 0.2

create_clock -name clk0 -period $clk_period [get_ports {clk}]

set non_clock_inputs [all_inputs -no_clocks]
set_input_delay [expr $clk_period * $clk_io_pct] -clock clk0 $non_clock_inputs
set_output_delay [expr $clk_period * $clk_io_pct] -clock clk0 [all_outputs]
File: design.v
module LaserDistMeasurer_HLSM(clk, rst, b, s, l, D);
   input clk, rst;
   input b, s;
   output reg l;
   output reg [15:0] D;
   localparam [3:0] S0 = 0,
                    S1 = 1,
                    S2 = 2,
                    S3 = 3,
                    S4 = 4;
   reg [3:0] State;         
   reg [15:0] Dctr;         
   always @(posedge clk) begin
      if (rst) begin 
         State = S0;
      end
      else begin
         case (State) 
            S0: begin
               State = S1;
            end
            S1: begin
               if (b) begin
                  State = S2;
               end
               else if (!b) begin
                  State = S1;
               end
            end
            S2: begin
               State = S3;   
            end
            S3: begin
               if (s) begin
                  State = S4;
               end
               else if (!s) begin
                  State = S3;
               end
            end
            S4: begin
               State = S1;
            end
            default: begin
               State = S0;
            end
         endcase
      end
      case (State) 
         S0: begin
            l = 0;
            D = 0;
            Dctr = 0;
         end        
         S1: begin
            l = 0;
         end
         S2: begin
            l = 1;        
         end
         S3: begin
            l = 0;      
            Dctr = Dctr + 1; 
         end
         S4: begin
            D = Dctr >> 1;
         end    
         default: begin
            l = 0;            
            D = 0; 
            Dctr = 0;
         end
      endcase
   end
endmodule
==> flow_summary_export.csv <==
group,metric,value,unit
global_route,grt_max_degree,17,
place,gp_congestion,0.808,
drt,drc,0,
clock_tree,cts_root_buf,"clkbuf_8",
clock_tree,cts.sinks,37,
final_timing,setup_ws,1.26,ns
power_and_ir_drop,finalPower,0.870,mW
floorplan,ioPinCount,21,
clock_tree,clk_latency,0.28,ns
floorplan,die_width,120,um
synthesis,synth_cell_type_count,31,
setup_path,criticalPathCategory,"in2reg",
power_and_ir_drop,p_leak,0.673,nW
setup_path,r2r_cells,4,
final_timing,relSlewSlack,48.5,%
final_layout,syn2layout_area_growth,25.3,%
drt,wl_per_cell,10.4,um
clock_tree,htree_levels,2,
final_layout,final_common_cell,"edfxtp_1",
place,dp_hpwl,2170,um
final_timing,slew_violations,0,
drt,vias_per_cell,3.51,
global_route,overflow,0,
drt,antenna_cells,0,
floorplan,fp.dieH,120,um
job,drv_cap,0,
synthesis,yosys_area,0.00168,mm^2
drt,drt.antenna.violating_nets,0,
final_timing,finalClockPeriodUsage,65.1,%
final_layout,seqCellArea,0.00106,mm^2
final_layout,drive_above_1_share,12.5,%
synthesis,syn_inst,136,
drt,drtPass1Iterations,4,
min_path,hold_depth,2,
setup_path,endpoint_kind,"flop",
final_timing,setup_viol,0,
power_and_ir_drop,cellInternalPower,0.676,mW
global_route,grt_pass1_wl,5020,um
final_timing,hold_viol,0,
final_timing,holdWs,0.547,ns
synthesis,avgSynthCellArea,12.4,um^2
drt,num_vias,1027,
final_timing,min_period,2.34,ns
global_route,antenna_found_initial,0,
synthesis,ys_seq_share,63.0,%
drt,drt_iter0_markers,48,
setup_path,crit_fanout,16,
power_and_ir_drop,p_comb_share,8.8,%
synthesis,synth_area,0.00168,mm^2
setup_path,critPathRequiredTime,3.60,ns
synthesis,area_leaders,"edfxtp_1 (57%), xnor2_1 (6.8%), dfxtp_1 (5.9%)",
final_timing,worstMarginPinSlew,0.772,ns
power_and_ir_drop,power_density,412,mW/mm^2
clock_tree,clkSlewWorstSetupHoldPaths,0.07,ns
clock_tree,cts_setup_buffers,0,
synthesis,yosysTopAreaCell,"edfxtp_1",
final_layout,fin_area,0.00211,mm^2
final_timing,tns,0,ns
final_layout,mi_logic_area,577,um^2
run_status,outcome,"finished, final reports clean",
power_and_ir_drop,pwr-share-seq,60.3,%
power_and_ir_drop,switching_share,22.2,%
floorplan,placement_rows,36,
final_layout,most-common-layout-cells,"edfxtp_1 (32), clkdlybuf4s50_1 (19), nor2_1 (17), xnor2_1 (13), and2_1 (12)",
clock_tree,post_cts_resized,0,
synthesis,synth_top_area_share,57.1,%
final_layout,fillers,1030,
floorplan,dieArea,0.0144,mm^2
final_timing,fmax,427,MHz
place,portBuffers,19,
synthesis,synth_stat.cells,136,
job,warnings,25,
final_timing,fin_worst_skew,0.00588,ns
synthesis,yosys_warnings,1,
global_route,grt_pass1_vias,1019,
clock_tree,ctsHoldBuffers,0,
place,placed_cell_area,0.00203,mm^2
synthesis,ys.flops,37,
floorplan,core_area,0.00977,mm^2
setup_path,startpoint_type,"primary input",
drt,drt_wl_total,3060,um
setup_path,crit_arrival,2.34,ns
min_path,hold_class,"reg2reg",
global_route,gr-usage-all-layers,4.29,%
place,place_ws,0.974,ns
power_and_ir_drop,switchingPower,0.193,mW
power_and_ir_drop,p_clk_share,30.9,%
floorplan,initCoreUtil,17.2,%
clock_tree,clk_path_buf_depth,2,
clock_tree,cts_buffers,5,
final_timing,rsz0062_at_grt,"false",
power_and_ir_drop,ir_worst_vdd,0.000143,V
clock_tree,cts_tree,"built",
-- flip-flops by register name (all words and copies together) (netlist names) --
register and flops:
D 15, Dctr 16, l 1, State 5
-- cell usage after synthesis, drive strengths merged --
| library cell | count |
|---|---|
| xnor2 | 13 |
| o31ai | 1 |
| a21oi | 2 |
| nand4 | 3 |
| nand3b | 1 |
| buf | 4 |
| ha | 1 |
| xor2 | 2 |
| and2 | 13 |
| or2 | 1 |
| o21ai | 2 |
| or3 | 2 |
| dfxtp | 5 |
| inv | 7 |
| nand2b | 2 |
| nand2 | 7 |
| nor4 | 8 |
| nor2 | 21 |
| nor3 | 4 |
| nand3 | 4 |
| edfxtp | 32 |
| conb | 1 |
-- per-layer routing --
layer | up-vias | global-route usage [%] | routed length, um
met5 | - | 0 | 0
met4 | 0 | 0.377 | 19
met3 | 3 | 2.52 | 286
met2 | 20 | 6.91 | 1450
met1 | 486 | 5.06 | 1300
li1 | 518 | - | -
-- worst max-delay path, cell delays in order --
cell and delay [ns]:
clkdlybuf4s50_1 0.62, nand3b_1 0.19, nor2_1 0.06, o21ai_2 0.61
nor2_1 0.14
-- cell families (layout without fill, tap and decap cells) --
family	after synthesis	in the layout	synth area share, %
fa+ha+maj	1	1	0.743
compound gates	5	5	2.53
flops	37	37	63.0
xor+xnor	15	15	7.80
other cells	1	1	0.223
simple gates	66	66	22.7
buf+inv	11	35	3.05
-- final cells by class --
cell class,count,area share (%)
sequential,37,50.3
multi-input combinational,88,27.3
timing repair buffer,20,9.37
tap,133,7.88
clock buffer,6,3.44
inverter,7,1.24
clock inverter,2,0.474
-- final timing paths --
check                                 startpoint                      to  slack (ns)
worst max-delay path                         rst   Dctr[3]$_SDFFCE_PP0N_        1.26
worst min-delay path            State[2]$_DFF_P_        State[4]$_DFF_P_        0.55
worst max register to register  State[1]$_DFF_P_  Dctr[14]$_SDFFCE_PP0N_        1.64
worst min register to register  State[2]$_DFF_P_        State[4]$_DFF_P_        0.55
-- through the flow --
stage               std cells  util [%]
finish                    293      21.6
global placement          285      20.8
detailed placement        285      20.8
global route              293      21.6
floorplan                 136         -
CTS                       293      21.6
-- power by group through the flow --
stage         Combinational [mW]  Clock (mW)  Sequential [mW]
CTS                       0.0800       0.279            0.525
global route              0.0862       0.300            0.529
finish                    0.0768       0.268            0.524
Power figures rest on the tool's default switching activity, not on a simulated workload.
